## ./config.mk

```make
export PLATFORM = sky130hd
export DESIGN_NAME = top_module
export DESIGN_NICKNAME = top_module
export VERILOG_FILES = /design/flow/design.v
export SDC_FILE = /design/flow/constraint.sdc
export NUM_CORES = 4
export LEC_CHECK = 1
export CORE_UTILIZATION = 50
```

## ./constraint.sdc

```tcl
current_design top_module

set clk_period 3.5
set clk_io_pct 0.2

create_clock -name clk0 -period $clk_period [get_ports {clk}]

set non_clock_inputs [all_inputs -no_clocks]
set_input_delay [expr $clk_period * $clk_io_pct] -clock clk0 $non_clock_inputs
set_output_delay [expr $clk_period * $clk_io_pct] -clock clk0 [all_outputs]
```

## ./design.v

```verilog
`timescale 1ns / 1ps
module baud_gen #(
    INITIAL_CLOCK = 100000000,
    BAUD = 9600,
    OVERSAMPLE_TIME = 8
) (
    input clk,rst,
    output reg tx_clk,rx_clk
);
    localparam BAUD_DIV_RX = (INITIAL_CLOCK / (2 * BAUD * OVERSAMPLE_TIME)) -1;  
    (* DONT_TOUCH = "true" *) reg [63:0] rx_cnt;
    (* DONT_TOUCH = "true" *) reg [4:0] tx_cnt;    
    always @(posedge clk or posedge rst) begin
        if (rst) begin
            rx_cnt <= 0;
            rx_clk <= 0;
        end else begin
            if (rx_cnt >= BAUD_DIV_RX) begin
                rx_cnt <= 0;
                rx_clk <= ~rx_clk;
            end else begin
                rx_cnt <= rx_cnt + 1;
            end
        end
    end
    always @(posedge rx_clk or posedge rst) begin
        if (rst) begin
            tx_cnt <= 0;
            tx_clk <= 0;
        end else begin
            if (tx_cnt < OVERSAMPLE_TIME/2) begin
                tx_clk <= 1;
                tx_cnt <= tx_cnt +1;
            end else if ((OVERSAMPLE_TIME/2 <= tx_cnt) && (tx_cnt < OVERSAMPLE_TIME)) begin
                tx_clk <= 0;
                tx_cnt <= tx_cnt + 1;
                if (tx_cnt == OVERSAMPLE_TIME -1) begin
                    tx_cnt <= 0;
                end
            end 
        end
    end
endmodule
`timescale 1ns / 1ps
module top_module(
    input clk,en,rst,
    input [7:0] data_in,
    output [7:0] data_out,
    output done_out
    );
    (* DONT_TOUCH = "true" *) wire bit_data;
    (* DONT_TOUCH = "true" *) wire tx_clk;
    (* DONT_TOUCH = "true" *) wire rx_clk;
    (* DONT_TOUCH = "true" *) wire start_tx, busy_tx, done_tx;
    (* DONT_TOUCH = "true" *) wire start_rx, busy_rx,done_rx;
        (* DONT_TOUCH = "true" *)
        uart_tx tx(
        .tx_clk(tx_clk),
        .en(en),
        .rst(rst),
        .data_in(data_in),
        .data_out(bit_data),
        .start(start_tx),
        .busy(busy_tx),
        .done(done_tx)
    );
    assign done_out = done_rx;
        (* DONT_TOUCH = "true" *)
        uart_rx rx(
        .rx_clk(rx_clk),
        .en(en),
        .rst(rst),
        .data_in(bit_data),
        .data_out(data_out),
        .start(start_rx),
        .busy(busy_rx),
        .done(done_rx)
    );
        (* DONT_TOUCH = "true" *)
        baud_gen baud (
        .clk(clk),
        .rst(rst),
        .tx_clk(tx_clk),
        .rx_clk(rx_clk)
    );
endmodule
`timescale 1ns / 1ps
module uart_rx(
    input rx_clk, en, rst,
    input data_in,
    output reg [7:0] data_out,
    output reg start, busy, done
);
    parameter IDLE = 2'b00, START = 2'b01, DATA = 2'b10, STOP = 2'b11;
    reg [1:0] state;
    (* DONT_TOUCH = "true" *) reg [3:0] sample_cnt;
    (* DONT_TOUCH = "true" *) reg [6:0] temp_reg;
    (* DONT_TOUCH = "true" *) reg [7:0] perm_reg;
    (* DONT_TOUCH = "true" *) reg [3:0] comparator;
    (* DONT_TOUCH = "true" *) reg [3:0] bit_cnt;
    always @(posedge rx_clk or posedge rst) begin
        if (rst) begin
            busy <= 0;
            done <= 0;
            start <= 0;
            sample_cnt <= 0;
            temp_reg <= 0;
            perm_reg <= 0;
            comparator <= 0;
            bit_cnt <= 0;
            data_out <= 8'b0;
            state <= IDLE;
        end else begin
            case (state)
                IDLE: begin
                    busy <= 0;
                    done <= 0;
                    start <= 0;
                    sample_cnt <= 0;
                    temp_reg <= 0;
                    comparator <= 0;
                    bit_cnt <= 0;
                    data_out <= 8'b0;
                    if (en && data_in == 0) begin
                        start <= 1;
                        state <= START;
                    end
                end
                START: begin
                    if (sample_cnt >= 3) begin
                        sample_cnt <= 0;
                        start <= 0;
                        state <= DATA;
                        busy <= 1;
                    end else begin
                        sample_cnt <= sample_cnt + 1;
                    end
                end
                DATA: begin
                    temp_reg <= {data_in, temp_reg[6:1]};
                    sample_cnt <= sample_cnt + 1;
                    if (sample_cnt == 7) begin
                        comparator <= temp_reg[0] + temp_reg[1] + temp_reg[2] +
                                      temp_reg[3] + temp_reg[4] + temp_reg[5] + temp_reg[6];
                        if (comparator >= 4) begin
                            perm_reg <= {1'b1, perm_reg[7:1]};
                        end else begin
                            perm_reg <= {1'b0, perm_reg[7:1]};
                        end
                        sample_cnt <= 0;
                        bit_cnt <= bit_cnt + 1;
                    end
                    if (bit_cnt == 9) begin
                        state <= STOP;
                        data_out <= perm_reg;
                        done <= 1;
                        busy <= 0;
                    end
                end
                STOP: begin
                    if (sample_cnt < 4) begin
                        sample_cnt <= sample_cnt + 1;
                    end else begin
                        state <= IDLE;
                    end
                end
            endcase
        end
    end
endmodule
`timescale 1ns / 1ps
module uart_tx(
    input tx_clk,en,rst,
    input [7:0] data_in,
    output reg data_out,
    output reg start,busy,done
    );
    reg [1:0] state;
    (* DONT_TOUCH = "true" *) reg [2:0] bit_index;
    parameter IDLE = 2'b00, START = 2'b01, DATA = 2'b10, STOP = 2'b11;
    always @(posedge tx_clk or posedge rst) begin
        if(rst) begin
            busy <= 1'b0;
            done <= 1'b0;
            start <= 1'b0;
            data_out <= 1'b1;
            state <= IDLE;
        end else begin
            case (state)
                IDLE: begin
                    bit_index <= 3'b0;
                    busy <= 1'b0;
                    done <= 1'b0;
                    start <= 1'b0;
                    data_out <= 1'b1;  
                    if(en) begin
                        state <= START;
                    end 
                end
                START: begin
                    data_out <= 1'b0;
                    start <= 1'b1;
                    state <= DATA;
                end
                DATA: begin
                    start <= 1'b0;
                    busy <= 1'b1;
                    data_out <= data_in[bit_index];
                    bit_index <= bit_index + 1;
                    if(bit_index == 7) begin
                        bit_index <= 3'b0;
                        state <= STOP;
                    end 
                end
                STOP: begin
                    busy <= 1'b0;
                    done <= 1'b1;
                    data_out <= 1'b1;
                    state <= IDLE;
                end 
            endcase
        end
    end
endmodule
```

## ./run.sh

```bash
#!/bin/bash
# OpenROAD 26Q1-2900-gdf79404cd8, Yosys 0.63+post, stock flow scripts
make -C /OpenROAD-flow-scripts/flow DESIGN_CONFIG=/design/flow/config.mk WORK_HOME=/design/flow/orfs finish
```

==> notes.md <==
Implementation run completed; key figures follow.

Run:
- The run puts the count of warning messages emitted by the tools at 28.
- The report counts max-capacitance violations totalling 0.

Clock tree:
- The run puts the post-CTS clock slew at the launch and capture registers of the worst setup and hold paths at 0.07 ns.
- The run gives the CTS tree as built.
- Counting along the longest clock path gives a buffer depth of 2.
- The run puts the post-CTS setup buffer count at 0.
- The run gives the total CTS buffers as 9.
- The run puts the count of hold buffers inserted by post-cts repair at 0.
- Per the skew report, the later register of the worst-skew pair sees a clock latency of 0.32 ns.
- The clock H-tree reported by CTS has 3 levels.
- In this run the clock root is driven by a clkbuf_8.
- The report lists the number of cells resized after CTS as 0.

Synth:
- After synthesis, the most frequently instantiated cells are 111 x dfrtp_1, 34 x nand2_1, 29 x nor2_1.
- The run gives the number of warnings issued by yosys as 3.
- The run puts the post-synthesis area per instance at 12.6 um2.
- The run puts the number of distinct library cells after synthesis at 39.
- In the post-synthesis netlist, the biggest area contributors are dfrtp_1 64%, ha_1 3.5%, nand2_1 2.9%.
- The run gives the cell with the most instances after synthesis as dfrtp_1.
- Looking at area per cell type in the netlist, the leader is dfrtp_1.
- Yosys mapped a number of flops with a built-in enable equal to 3.
- The run gives the register bit total from synthesis as 117.
- Synthesis produced 344 cells.
- The run gives the area fraction of the dominant cell type after synthesis as 0.639.
- Of the synthesized area, sequential elements account for 0.678.
- Post-synth the commonest register cell is dfrtp_1.
- For this run, the chip area from Yosys synthesis comes to 4350 um2.
- The cell area that synthesis handed to floorplanning was 4350 um2.
- After synthesis, the design contains 344 cells according to Yosys.
- The run gives the fraction of synthesis flops using an asynchronous set or reset pin as 0.974.

STA:
- The run gives the setup total negative slack as 0 ns.
- The run gives the tightest slew margin relative to the limit as 0.421.
- The run puts the shortest clock period the worst path allows after layout at 2.05 ns.
- In the final report, the number of endpoints failing setup comes to 0.
- 64 endpoints have no timing constraint.
- The run puts the max-slew violation count at 0.
- In the finished design, the share of the clock period the worst path needs comes to 0.585.
- The run gives the achievable clock frequency as 488 MHz.
- The run gives the post-route worst hold slack as 0.471 ns.
- The run gives the final setup skew as 0.00380 ns.
- For reference, the final report shows the hold violation count at 0.
- The run puts the actual slew at the worst max-slew pin at 0.862 ns.
- The run puts the count of unclocked register or latch pins at 52.
- Setup repair after global routing left no endpoint under its margin.

Floorplan:
- The run puts the number of cell rows at 33.
- The run puts the starting utilization of the core area at 0.524.
- The run gives the die height as 95.3 um.
- The run gives the horizontal die dimension as 95.3 um.
- The run puts the chip area at 9070 um2.
- The region available for standard cell placement spans 8300 um2.
- The run gives the number of top-level pins as 20.

GRT:
- The run gives the number of global-route vias before repair as 2282.
- The run puts the first-pass GRT wire length at 10400 um.
- The run puts the global-route congestion overflow total at 0.
- For this run, the total global-route usage over all layers was measured as 0.157.
- Entering global routing, the biggest net connects 54 pins.
- The run gives the number of antenna violations at the first check in global routing as 0.

Worst setup path:
- The worst setup path is captured at a register.
- The run gives the peak fanout along the critical path as 11.
- The run puts the required time of the worst setup path at 3.71 ns.
- The run gives the most frequent cell on the critical path as nor4_1.
- The run puts the biggest cell delay along the critical path at 0.52 ns.
- The run puts the number of cells on the critical path at 7.
- The cell sequence reported for the critical path is inv_1 > ha_1 > o31a_1 > nor4_1 > nor4_1 > or4_4 > xor2_1.
- The run gives the cell depth of the worst flop-to-flop path as 7.
- The run gives the kind of critical path as reg -> reg.
- The run gives the critical path startpoint category as a register.
- The run puts the number of buffers and inverters on the critical path at 1.
- Per STA, the worst path accumulates the most delay in the family simple AND/OR/NAND/NOR gates.
- The run puts the data arrival time of the worst path at 2.26 ns.
- The run gives the slowest cell on the critical path as or4_4.

Min path:
- The type recorded for the worst min-delay path is reg -> reg.
- The run gives the cell count of the worst hold path as 1.

Status:
- The run finished with clean final reports.

Route:
- The run puts the via count of the routed design at 2522.
- The run gives the tally of nets with antenna violations remaining after routing as 0.
- The run puts the per-cell via count in the routed design at 4.76.
- The first detailed-routing pass ran for 4 iterations.
- Summed over all layers, the routed wires come to 5900 um.
- The run gives the number of violations reported at the end of detailed-routing iteration 0 as 72.
- The run puts the per-cell routed wire length at 11.1 um.
- The run gives the total inserted antenna cells as 0.
- The run puts the number of DRC violations after detailed routing at 0.

Pwr:
- The flow reported a cell area power density of 292 nW/um2.
- The run gives the sum of internal, switching and leakage power as 0.00148 W.
- The power report puts the leakage power at 2.39 nW.
- In this run the VDD rail shows a maximum IR drop of 341 uV.

Placed design:
- Counting tap cells, the placed design contains a total of 514 instances.
- In this run the tool buffered the top-level ports with 19 buffer cells.
- The run puts the HPWL after detailed placement at 4170 um.
- The post-placement cell area is 4860 um2.
- The run puts the global placer's final weighted congestion at 0.732.

Cells and area:
- The run puts the cell area after layout at 5080 um2.
- The run gives the growth of design area from synthesis to finish as 16.7%.
- The run gives the flip-flop count of the largest register, all copies and words added as 64.
- The run puts the fraction of final layout cells sized beyond drive strength 1 at 0.0824.
- The run gives the count of placed standard cells in the final layout, fillers left out as 530.
- The layout has 622 filler cells.
[per-layer routing]
layer,vias up,share of wire,GRT usage
li1,1279,-,-
met1,1214,0.52,0.286
met2,24,0.44,0.217
met3,5,0.032,0.0389
met4,0,0.0078,0.0139
met5,-,0,0
[cell usage in the layout (no fill, tap or decap), drive strengths merged, types with 3 or more instances in the layout]
| cell type | count |
|---|---|
| dfrtp | 111 |
| conb | 54 |
| nand2 | 34 |
| nor2 | 29 |
| nand3 | 23 |
| inv | 21 |
| clkdlybuf4s50 | 19 |
| nor4 | 16 |
| ha | 12 |
| clkbuf | 11 |
| o21ai | 10 |
| mux2 | 9 |
| o31ai | 6 |
| xor2 | 6 |
| xnor2 | 6 |
| a21oi | 5 |
| nand4 | 4 |
| a211oi | 3 |
| a21o | 3 |
| clkinvlp | 3 |
| a22o | 3 |
| dfstp | 3 |
| edfxtp | 3 |
| buf | 3 |
[through the flow]
| stage | worst slack [ns] | util |
|---|---|---|
| floorplan | 1.42 | - |
| global placement | 1.51 | 0.586 |
| detailed placement | 1.48 | 0.586 |
| CTS | 1.46 | 0.612 |
| global route | 1.34 | 0.612 |
| finish | 1.45 | 0.612 |
[power breakdown]
group / switching (W) / leakage (nW) / internal, W / total, W
registers: 0.00000862 / 1.47 / 0.000782 / 0.000791
logic: 0.0000344 / 0.812 / 0.0000173 / 0.0000516
clock network: 0.000271 / 0.102 / 0.000371 / 0.000642
[kinds of logic after synthesis]
family                   Yosys count  synth area share
AND-OR/OR-AND                     39            0.0607
XOR/XNOR                          12            0.0242
multiplexers                      11            0.0337
adder cells (fa/ha/maj)           14            0.0437
other                              1          0.000862
AND/OR/NAND/NOR                  119             0.131
flip-flops                       117             0.678
buffers and inverters             31            0.0285
[layout make-up]
cell class	count	area, um2	share of cell area
flip-flops and latches	117	2950	0.580
clock buffers	11	151	0.0298
well taps	105	131	0.0259
multi-input cells	249	1480	0.291
clock inverters	5	62.6	0.0123
repair buffers	22	225	0.0444
inverters	21	82.6	0.0163
[final timing paths]
check / slack, ns / start / endpoint
max reg2reg: 1.45 / baud.rx_cnt[0] / baud.rx_clk
min in group asynchronous: 0.79 / rst / baud.rx_cnt[17]
max in group asynchronous: 2.14 / rst / baud.rx_cnt[46]
max: 1.45 / baud.rx_cnt[0] / baud.rx_clk
min reg2reg: 0.47 / baud.rx_clk / baud.rx_clk
min: 0.47 / baud.rx_clk / baud.rx_clk
No activity file was given, so power comes from the tool's default toggle rates.
